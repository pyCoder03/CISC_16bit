==> design/flow/design.v <==
`timescale 1ns / 1ps
module Booth_mult #(parameter WIDTH=4)(
    input[WIDTH-1:0] Q,M,
    output[2*WIDTH-1:0] Z 
    );
    wire[WIDTH-1:0] Aout[WIDTH:0];
    wire[WIDTH:0] Qout[WIDTH:0];
    assign Aout[0]={WIDTH{1'b0}}, Qout[0]={Q,1'b0};
    generate
    genvar i;
    for(i=0;i<WIDTH;i=i+1) begin
        Booth_stage #(WIDTH) booth(
            .Ain(Aout[i]),
            .M(M),
            .Qin(Qout[i]),
            .Aout(Aout[i+1]),
            .Qout(Qout[i+1])
        );
    end
    endgenerate
    assign Z={Aout[WIDTH],Qout[WIDTH][WIDTH:1]};
endmodule
module Booth_stage #(parameter WIDTH=4)(
    input[WIDTH-1:0] Ain,M,
    input[WIDTH:0] Qin,
    output[WIDTH-1:0] Aout,
    output[WIDTH:0] Qout
);
    wire[WIDTH-1:0] Asum,Asub;
    reg[WIDTH-1:0] Atemp;
    reg[WIDTH:0] Qtemp;
    assign Asum=Ain+M,Asub=Ain+(~M+1);
    always @(*) begin
        case(Qin[1:0])
            2'b00, 2'b11: begin
                Atemp={Ain[WIDTH-1],Ain[WIDTH-1:1]};
                Qtemp={Ain[0],Qin[WIDTH:1]};
            end
            2'b01: begin
                Atemp={Asum[WIDTH-1],Asum[WIDTH-1:1]};
                Qtemp={Asum[0],Qin[WIDTH:1]};
            end
            2'b10: begin
                Atemp={Asub[WIDTH-1],Asub[WIDTH-1:1]};
                Qtemp={Asub[0],Qin[WIDTH:1]};
            end
        endcase
    end
    assign Aout=Atemp;
    assign Qout=Qtemp;
endmodule
==> design/flow/run.sh <==
#!/bin/bash
# OpenROAD 26Q1-2900-gdf79404cd8, Yosys 0.63+post, stock flow scripts
make -C /OpenROAD-flow-scripts/flow DESIGN_CONFIG=/design/flow/config.mk WORK_HOME=/design/flow/orfs finish
==> design/flow/config.mk <==
export PLATFORM = sky130hd
export DESIGN_NAME = Booth_mult
export DESIGN_NICKNAME = Booth_mult
export VERILOG_FILES = /design/flow/design.v
export SDC_FILE = /design/flow/constraint.sdc
export NUM_CORES = 4
export LEC_CHECK = 1
export CORE_AREA = 10 10 74 74
export DIE_AREA = 0 0 84 84
==> design/flow/constraint.sdc <==
current_design Booth_mult

set clk_period 9.6
set clk_io_pct 0.2

create_clock -name clk0 -period $clk_period

set non_clock_inputs [all_inputs -no_clocks]
set_input_delay [expr $clk_period * $clk_io_pct] -clock clk0 $non_clock_inputs
set_output_delay [expr $clk_period * $clk_io_pct] -clock clk0 [all_outputs]
==> impl_metrics.py <==
# Auto-generated metrics
metrics = {
    "detailed_routing": {
        "postRouteAntennaNets": 0,
        "drt-pass1-iter-count": 4,
        "num_antenna_cells": 0,
        "vias": 892,
        "route.detailed.drc": 0,
        "routed_wl_um": 2360,
        "wire_per_inst_um": 12.2,
        "drt-initial-drc-count": 43,
        "vias_per_cell": 4.60,
    },
    "cts": {
        "postCtsSetupBuffers": 0,
        "cts_hold_buffers": 0,
        "cts-resized-gates": 0,
    },
    "worst_setup_path": {
        "crit_path_start_kind": "input pin",
        "setup.worst_path.end_class": "output pin",
        "worstSetupPathType": "input pin to output pin",
        "critPathSlowestCell": "clkdlybuf4s50_1",
        "worst-endpoint-arrival_ps": 7220,
        "cp_max_fo": 8,
        "path_delay_family": "simple AND/OR/NAND/NOR gates",
        "worst-endpoint-required_ps": 7680,
        "worstPathBufferInverterCount": 5,
        "timing.critical_path.slowest_cell_delay_ps": 460,
        "crit_path_frequent_cell": "ha_1",
    },
    "layout": {
        "final_layout_size_suffix_gt1_share_pct": 12.5,
        "final.fill_count": 423,
        "ff_count": 0,
        "clock_buffers": 0,
        "sequential_cell_area_sq_um": 0,
        "flow.area_growth_from_synthesis_pct": 18.7,
    },
    "timing": {
        "totalNegativeSetupSlack_ps": 0,
        "transition_at_the_pin_with_the_smallest_max_transition_slack_ps": 469,
        "clock.fmax_mhz": 109,
        "drv_slew": 0,
        "finalCritPeriodShare_pct": 95.2,
        "timing.final.crit_period_ps": 9140,
        "max_slew_margin_pct": 68.6,
        "grt_setup_unrepaired": "no",
        "hold_viol_final": 0,
        "setup_viol": 0,
        "setup_slack_ps": 460,
    },
    "synthesis": {
        "synth-cells-yosys": 127,
        "synth-warning-count": 2,
        "top_area_share_pct": 24.3,
        "post_synth_most_frequent_cells": "21 x ha_1, 17 x inv_1, 11 x a21oi_1",
        "synth_area_per_cell_sq_um": 8.50,
        "yosys.area.top_type": "ha_1",
        "synth_cell_type_count": 40,
        "netlist_top_cells_area": "ha_1 24%, fa_1 7.4%, xnor2_1 6.5%, inv_1 5.9%, a21oi_1 5.1%",
        "yosys.stat.chipArea_sq_um": 1080,
        "synth-seq-area-share_pct": 0,
        "postSynthCellCount": 127,
        "synth.most_common_cell": "ha_1",
        "synth.cell_area_sq_um": 1080,
    },
    "global_routing": {
        "grt.overflow.total": 0,
        "grt_first_pass_wirelength_um": 4150,
        "track_usage_pct": 6.68,
        "grt_pass1_vias": 922,
        "grt_max_degree": 15,
        "antenna_found_initial": 0,
    },
    "power_and_ir_drop": {
        "psw_uw": 50.8,
        "power.switching_fraction_pct": 47.9,
        "static-leakage-power_uw": 0.000628,
        "power_frac_comb_pct": 100.0,
        "peakVddDrop_mv": 0.0337,
        "power_report.internal_total_uw": 55.2,
        "p_clk_share_pct": 0,
        "power-per-cell-area_nw_per_um2": 82.7,
        "share_seq_of_total_power_pct": 0,
    },
    "hold_path": {
        "hold_path.class": "input pin to output pin",
    },
    "run_status": {
        "outcome": "finished clean",
    },
    "floorplan": {
        "die_h_um": 84,
        "num_io_pins": 16,
        "fp.dieArea_sq_um": 7060,
        "site_row_count": 23,
        "core_area_sq_um": 3970,
        "fp-utilization_pct": 27.2,
        "die.size.x_um": 84,
    },
    "run": {
        "tool_warnings": 35,
        "maxCapViolations": 0,
    },
    "place": {
        "finalWeightedCongestion": 0.855,
        "port-buffer-count": 16,
        "dp_hpwl_um": 2030,
        "place_ws_ps": 371,
    },
}
worst min-delay path, cell delays in order:
cell and delay (ps):
dlymetal6s2s_1 190, inv_1 100, nor2_1 50, clkdlybuf4s50_1 390
logic make-up (layout without fill, tap and decap cells):
group / after synthesis / after routing / share of synthesized area (%)
xor gates and xnor gates: 15 / 15 / 14.3
buffers and inverters: 22 / 39 / 12.3
adders and majority gates: 25 / 25 / 31.7
and+or+nand+nor: 25 / 25 / 12.7
AOI/OAI and AO/OA: 37 / 37 / 26.2
muxes: 3 / 3 / 2.78
layer usage:
| metal | global-route usage (%) | part of all wire [%] | vias up |
|---|---|---|---|
| met3 | 0.394 | 1.5 | 0 |
| met1 | 9.34 | 52 | 396 |
| met5 | 0 | 0 | - |
| met4 | 0 | 0 | 0 |
| li1 | - | - | 486 |
| met2 | 11.6 | 46 | 10 |
worst paths after layout:
path,startpoint,to,slack (ps),depth (start not counted)
worst max-delay path,M[1],Z[6],460,26
worst min-delay path,M[0],Z[0],4560,4
placed cells by master (no fill, tap or decap), types with 2 or more instances in the layout:
cell type        Yosys  routed
buf_4                1       6
xor2_1               4       4
fa_1                 4       4
xnor2_2              3       3
nand2_1             10      10
ha_1                21      21
xnor2_1              8       8
a221oi_1             5       5
a21o_1               4       4
a31oi_1              2       2
a21oi_1             11      11
nor2_1               4       4
mux2i_1              3       3
o21ai_0              5       5
clkdlybuf4s50_1      0      15
inv_1               17      17
through the flow:
| stage | instance area [sq um] | power, uW | hold WS, ps | util (%) | cells |
|---|---|---|---|---|---|
| after floorplan | 1080 | 77.4 | 3910 | - | 127 |
| after global placement | 1280 | 107 | 4950 | 32.2 | 194 |
| after detailed placement | 1280 | 107 | 4940 | 32.2 | 194 |
| after CTS | 1280 | 108 | 4940 | 32.2 | 194 |
| after global routing | 1280 | 120 | 4630 | 32.3 | 194 |
| final | 1280 | 106 | 4560 | 32.3 | 194 |
power groups by stage:
stage                 Clock, uW  Sequential [uW]  Combinational [uW]
after CTS                     0                0                 108
final                         0                0                 106
after global routing          0                0                 120
area by class of cell:
type / instances / area [sq um] / share of cell area (%)
multi-input combinational: 105 / 947 / 73.9
tap: 50 / 62.6 / 4.88
timing repair buffer: 22 / 208 / 16.2
inverter: 17 / 63.8 / 4.98
Power and IR drop assume default switching activity.
