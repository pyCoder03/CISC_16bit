==> /design/flow/design.v <==
`timescale 1ns / 1ps
module NonRestoring_div #(parameter WIDTH=4)(
    input[WIDTH-1:0] Divisor,Dividend,
    input sgn,
    output[WIDTH-1:0] R,Q
    );
    wire[WIDTH+1:0] Aout[WIDTH+1:0], Bs, Rem;
    wire[WIDTH:0] Qout[WIDTH+1:0];
    wire Qs;
    assign Bs=(sgn)?{{2{Divisor[WIDTH-1]}},Divisor}:Divisor;
    assign Qs=sgn&(Dividend[WIDTH-1]);
    assign Aout[0]={(WIDTH+2){1'b0}}, Qout[0]={Qs,Dividend};
    generate
    genvar i;
    for(i=0;i<=WIDTH;i=i+1) begin
        Div_stage #(4) Div(
            .Ain(Aout[i]),
            .B(Bs),
            .Qin(Qout[i]),
            .Aout(Aout[i+1]),
            .Qout(Qout[i+1])
        );
    end
    endgenerate
    assign Rem=Aout[WIDTH+1];
    assign Q=Qout[WIDTH+1],R=(Rem[WIDTH+1])?(Rem+Bs):Rem;
endmodule
module Div_stage #(parameter WIDTH=4)(
    input[WIDTH+1:0] Ain,B,
    input[WIDTH:0] Qin,
    output[WIDTH+1:0] Aout,
    output[WIDTH:0] Qout
);
    wire[WIDTH+1:0] Asum,Asub,Ain1,Atemp;
    wire Ql=~Aout[WIDTH+1];
    assign Ain1={Ain[WIDTH:0],Qin[WIDTH]};
    assign Asum=Ain1+B, Asub=Ain1+(~B+1), Aout=(Ain1[WIDTH+1])?Asub:Asum;
    assign Qout={Qin,Ql};       
endmodule
==> /design/flow/run.sh <==
#!/bin/bash
# OpenROAD 26Q1-2900-gdf79404cd8, Yosys 0.63+post, stock flow scripts
make -C /OpenROAD-flow-scripts/flow DESIGN_CONFIG=/design/flow/config.mk WORK_HOME=/design/flow/orfs finish
==> /design/flow/config.mk <==
export PLATFORM = sky130hd
export DESIGN_NAME = NonRestoring_div
export DESIGN_NICKNAME = NonRestoring_div
export VERILOG_FILES = /design/flow/design.v
export SDC_FILE = /design/flow/constraint.sdc
export NUM_CORES = 4
export LEC_CHECK = 1
export CORE_AREA = 10 10 83 83
export DIE_AREA = 0 0 93 93
==> /design/flow/constraint.sdc <==
current_design NonRestoring_div

set clk_period 17.5
set clk_io_pct 0.2

create_clock -name clk0 -period $clk_period

set non_clock_inputs [all_inputs -no_clocks]
set_input_delay [expr $clk_period * $clk_io_pct] -clock clk0 $non_clock_inputs
set_output_delay [expr $clk_period * $clk_io_pct] -clock clk0 [all_outputs]
==> out/results.ini <==
[outcome]
status=finished, final reports clean

[synthesis]
topCombFamilyByArea=adder cells
ys_types=35
synthTopCellsByArea=ha_1 (25%), xnor2_1 (11%), xor2_1 (8.1%)
ys_sh_xor_pct=20.2
mappedNetlistArea_um2=1290
syn_avg_cell_area_um2=8.35
synth_seq_share_pct=0
mux_share_pct=3.67
synth_top_area_share_pct=25.1
largest_area_cell=ha_1
ys_chip_area_um2=1290
synth_warnings=1
synth_cells=155
adder_share_pct=32.9
synthSimpleGateAreaFrac_pct=11.8
ys_cells=155
ys_sh_aoi_pct=24.4

[detailed_routing]
wl_per_cell_um=11.8
drt_iter0_drc=50
via_per_inst=4.53
routed_wl_um=2770
drc=0
firstDrtPassIters=4
antenna_left=0
vias=1060
diodes=0

[final_layout]
seq_cells=0
layout-drive-gt1-share_pct=3.05
seq_area_um2=0
n_clock_buffer=0
area_growth_pct=15.7
nFillCells=572
logic_area_um2=1200

[global_routing]
grt_overflow=0
grt_max_degree=17
busiest_layer=met2
met1_usage_pct=10.2
grt_pass1_wl_um=5110
grtUsageMet3_pct=1.29
globalRouteMet2Util_pct=10.9
grt.total_usage_pct=6.93
antenna_found_initial=0
grt_pass1_vias=1096

[worst_setup_path]
worst_path_max_delay_cell=clkdlybuf4s50_1
critPathKind=input pin to primary output
slowest_delay_ns=0.69
path_max_fanout=9
endpoint_kind=primary output
required_ns=14.00
crit_arrival_ns=12.18
start_kind=input pin
crit_buf_inv=2
crit_family=AND-OR/OR-AND gates

[floorplan]
core_um2=5140
chipArea_um2=8650
die_w_um=93
ioPinCount=17
initCoreUtil_pct=25.2
rows=26
die_height_um=93

[final_timing]
finalMaxSlewViolations=0
max_freq_mhz=63.8
setup_violations=0
rsz0062_at_grt=false
hold_viol=0
fin_setup_tns_ns=0
fin_crit_sh_pct=89.6
relSlewSlack_pct=55.4
max_slew.worst_pin.slew_ns=0.667
fin_crit_ns=15.68

[job]
cap_violations=0
warning_count=33

[placement]
hpwlAfterDp_um=2410
portBuffers=17
gp_congestion=0.831

[clock_network]
post_cts_resized=0
cts_hold_buffers=0
post-cts-setup-buffers=0

[min_path]
hold_path.class=input pin to primary output

## stage by stage
stage               hold slack [ns]  utilization, %  std cells  setup WS, ns  area [um2]
detailed placement             8.13            29.2        234          1.86        1500
floorplan                      7.17               -        155          3.74        1290
CTS                            8.13            29.2        234          1.82        1500
finish                         8.10            29.2        234          1.82        1500
global placement               8.13            29.2        234          1.91        1500
global route                   8.15            29.2        234         0.893        1500
## cells in the final DEF (no fill, tap or decap), types with 2 or more instances in the layout
master and n:
a2111oi_0 2, and2_1 3, o21bai_1 4, a22o_1 3
mux2_1 2, xor2_1 12, nand3_1 4, a21o_1 6
a21boi_0 2, a211oi_1 3, ha_1 26, nor2b_1 4
inv_1 10, nand2_1 9, a21oi_1 15, fa_1 5
o21ai_0 8, clkdlybuf4s50_1 17, xnor2_1 16
## worst paths after layout
check,startpoint,endpoint,slack [ns],cells past startpoint
min,Dividend[0],R[0],8.10,5
max,sgn,R[3],1.82,32
## synthesized netlist by cell type (all sizes together), types with 4 or more instances
library cell  number
a21oi             15
a21o               6
fa                 5
inv               10
xor2              12
o21ai              8
nand3              4
nor2b              4
o21bai             4
buf                6
xnor2             17
ha                26
nand2              9
## final cells by class
type                       count  share of cell area (%)
inverter                      10                    2.50
timing repair buffer          17                    11.4
tap                           70                    5.84
multi-input combinational    137                    80.3
## layer usage
layer | vias to the layer above | share of wire, % | routed length, um
met4 | 0 | 0 | 0
met5 | - | 0 | 0
met1 | 470 | 52 | 1430
met3 | 0 | 5.3 | 148
li1 | 570 | - | -
met2 | 20 | 43 | 1190
## cells by family (layout without fill, tap and decap cells)
logic type,after synthesis,after routing
xor gates and xnor gates,29,29
and+or+nand+nor,27,27
AOI/OAI and AO/OA,46,46
buffers and inverters,18,27
adders and majority gates,31,31
muxes,4,4
